[./design.v]
module upordown_counter( Clk, reset, UpOrDown, Count );
    input Clk,reset,UpOrDown;
    output [3 : 0] Count;
    reg [3 : 0] Count = 0;
    always @(posedge(Clk) or posedge(reset))
    begin
        if(reset == 1)
            Count <= 0;
        else
            if(UpOrDown == 1)  
                if(Count == 15)
                    Count <= 0;
                else
		    Count <= Count + 1;  
            else  
		if(Count == 0)
                    Count <= 15;
		else
		    Count <= Count - 1;  
    end
endmodule
[./run.sh]
#!/bin/bash
# OpenROAD 26Q1-2900-gdf79404cd8, Yosys 0.63+post, stock flow scripts
make -C /OpenROAD-flow-scripts/flow DESIGN_CONFIG=/design/flow/config.mk WORK_HOME=/design/flow/orfs finish
[./config.mk]
export PLATFORM = sky130hd
export DESIGN_NAME = upordown_counter
export DESIGN_NICKNAME = upordown_counter
export VERILOG_FILES = /design/flow/design.v
export SDC_FILE = /design/flow/constraint.sdc
export NUM_CORES = 4
export LEC_CHECK = 1
export CORE_AREA = 10 10 70 70
export DIE_AREA = 0 0 80 80
[./constraint.sdc]
current_design upordown_counter

set clk_period 1.8
set clk_io_pct 0.2

create_clock -name clk0 -period $clk_period [get_ports {Clk}]

set non_clock_inputs [all_inputs -no_clocks]
set_input_delay [expr $clk_period * $clk_io_pct] -clock clk0 $non_clock_inputs
set_output_delay [expr $clk_period * $clk_io_pct] -clock clk0 [all_outputs]
==> metrics.cfg <==
[run_status]
status=complete, no violations

[synthesis]
async_flop_share_pct=100
yosys_cells=22
synthCells=22
ys_ff=4
flop_cell=dfrtp_1
synth_area_um2=221
yosys-top-cells-area=dfrtp_1 45%, ha_1 11%, xnor2_1 7.9%
synth_seq_share_pct=45.2
top_area_cell=dfrtp_1
netlist-cell-type-count=14
yosys-stat-area_um2=221
avgSynthCellArea_um2=10.1
edf_count=0
yosys-top-cells-count=4 x dfrtp_1, 4 x inv_1, 2 x ha_1, 2 x xnor2_1
yosysWarnings=1
top_area_share_pct=45.2

[routing]
drtPass1Iterations=5
wl_um=546
antenna_cells=0
wl_per_cell_um=7.09
ant_nets=0
drc=0
via_count=190
viasPerCell=2.47
drt_iter0_drc=5

[floorplan]
chipArea_mm2=0.00640
io_pins=7
die_w_um=80
fp_util_pct=6.48
coreArea_mm2=0.00342
num_rows=21
die_height_um=80

[min_path]
hold_path_class=input port to async pin

[grt]
grt_max_degree=8
antenna_found_initial=0
grt_util_all_layers_pct=1.99
grt-ovfl-total=0
grt_pass1_vias=218
grt_pass1_wl_um=1010

[clocking]
cts-buffers-inserted=3
cts_sinks=4
clock_latency_ns=0.24
h-tree-depth=1
cts_hold_buf=0
cts_tree=yes
cts_root_buf=clkbuf_4
post_cts_buffers=0
post_cts_resized=0
cts_buffer_depth=2
cts.clk_slew.worst_paths_ns=0.04

[setup_path]
critical-path-top-delay-family=buffers and inverters
worstSetupPathType=register to output pin
cp_max_fo=7
worstSetupPathDepth=1
critPathBufInv=1
cp_data_required_time_ns=1.44
critPathLaunchType=register
path_cells=clkdlybuf4s50_1
cp_slowest_stage_delay_ns=0.51
arrival_ns=1.19
cp_slowest_cell=clkdlybuf4s50_1
r2r_cells=5
end_kind=output pin

[sta]
finClkSkew_ns=0.00300
timing.fmax_mhz=647
finalCritPeriodShare_pct=85.9
finalCriticalPeriod_ns=1.55
finalSetupViolCount=0
hold_viol=0
relSlewSlack_pct=87.0
hold_slack_ns=0.307
rsz0062_at_grt=false
worst_pin_slew_ns=0.190
drv_slew=0
tns_ns=0

[cells_and_area]
largest_reg_flops=4
reg_top3=Count (4)
top_register=Count
utilization_pct=10.6
area_growth_pct=63.3
layout-drive-gt1-share_pct=12.9

[place]
routabilityCongestion=0.694
dp_hpwl_um=435
place.port_buffers=6

[flow_run]
log.warning_count=26
max_cap_viol_count=0

[pwr]
combPwrFrac_pct=38.8
p_switching_mw=0.149
pwr-share-seq_pct=37.4
p_int_mw=0.320
switching_share_pct=31.8
power_density_mw_per_mm2=1300
ir_worst_vdd_uv=437
p_leak_nw=0.140
p_clk_share_pct=23.9

==> through the flow <==
| step | instances | setup WS, ns | power, mW | cell area (um2) |
|---|---|---|---|---|
| floorplan | 22 | 0.585 | 0.253 | 221 |
| global placement | 74 | 0.453 | 0.353 | 339 |
| detailed placement | 74 | 0.394 | 0.362 | 339 |
| CTS | 77 | 0.236 | 0.479 | 362 |
| global route | 77 | 0.196 | 0.523 | 362 |
| finish | 77 | 0.254 | 0.469 | 362 |
==> power by group through the flow <==
stage,Sequential (mW),Combinational (mW),Clock [mW]
4_1_cts,0.175,0.187,0.117
5_1_grt,0.185,0.214,0.125
6_report,0.175,0.182,0.112
==> worst paths after layout <==
path / start / endpoint / slack [ns]
worst max-delay path: Count[0] / Count[0] / 0.25
worst min-delay path: reset / Count[3] / 0.31
worst max register to register: Count[0] / Count[3] / 0.46
worst min register to register: Count[0] / Count[0] / 0.55
max in group asynchronous: reset / Count[2] / 1.34
min in group clk0: Count[0] / Count[0] / 0.55
==> kinds of logic after synthesis <==
kind of cell | Yosys count | synth area share, %
xor gates and xnor gates | 2 | 7.91
buffers and inverters | 5 | 8.47
DFF | 4 | 45.2
adders and majority gates | 2 | 11.3
muxes | 1 | 4.52
AOI/OAI and AO/OA | 5 | 14.7
and+or+nand+nor | 3 | 7.91
==> area by class of cell <==
type | count | area, um2
Fill cell | 406 | 3050
Inverter | 5 | 18.8
Timing Repair Buffer | 6 | 60.1
Sequential cell | 4 | 100
Tap cell | 46 | 57.6
Multi-Input combinational cell | 13 | 103
Clock buffer | 3 | 22.5
==> cell usage in the layout, fill, tap and decap left out, types with 2 or more instances in the layout <==
| cell type | count |
|---|---|
| clkdlybuf4s50_1 | 6 |
| dfrtp_1 | 4 |
| inv_1 | 4 |
| clkbuf_4 | 3 |
| xnor2_1 | 2 |
| ha_1 | 2 |
==> per-layer routing <==
layer  GRT usage [%]  part of all wire (%)
met5               0                     0
met4           0.528                   1.8
met3            1.59                    14
met2            1.85                    23
met1            3.07                    61
Power and IR drop assume default switching activity.
