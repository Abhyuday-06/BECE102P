===== flow/design.v =====
module FA1(sum, carry, a, b, cin);
    input a, b, cin;
    output sum, carry;
    wire w1, w2, w3, w4;
    xor G1(w1, a, b);
    xor G2(sum, w1, cin);
    and G3(w2, a, cin);
    and G4(w3, b, cin);
    and G5(w4, a, b);
    or G6(carry, w2, w3, w4);
endmodule
module adder_4bit(sum, cout, a, b, cin);
    input [3:0] a, b;
    input cin;
    output [3:0] sum;
    output cout;
    wire [2:0] c;
    FA1 fa0(sum[0], c[0], a[0], b[0], cin);
    FA1 fa1(sum[1], c[1], a[1], b[1], c[0]);
    FA1 fa2(sum[2], c[2], a[2], b[2], c[1]);
    FA1 fa3(sum[3], cout, a[3], b[3], c[2]);
endmodule
module multiplier_4x4 (P, A, B);
    input [3:0] A, B;
    output [7:0] P;
    wire [23:0] W;
    and a1(P[0], A[0], B[0]);
    and a2(W[1], A[1], B[0]);
    and a3(W[2], A[2], B[0]);
    and a4(W[3], A[3], B[0]);
    and a5(W[4], A[0], B[1]);
    and a6(W[5], A[1], B[1]);
    and a7(W[6], A[2], B[1]);
    and a8(W[7], A[3], B[1]);
    and a9(W[8], A[0], B[2]);
    and a10(W[9], A[1], B[2]);
    and a11(W[10], A[2], B[2]);
    and a12(W[11], A[3], B[2]);
    and a13(W[12], A[0], B[3]);
    and a14(W[13], A[1], B[3]);
    and a15(W[14], A[2], B[3]);
    and a16(W[15], A[3], B[3]);
    adder_4bit PA1({W[18], W[17], W[16], P[1]}, W[19], {1'b0, W[3], W[2], W[1]}, {W[7], W[6], W[5], W[4]}, 1'b0);
    adder_4bit PA2({W[22], W[21], W[20], P[2]}, W[23], {W[19], W[18], W[17], W[16]}, {W[11], W[10], W[9], W[8]}, 1'b0);
    adder_4bit PA3({P[6], P[5], P[4], P[3]}, P[7], {W[23], W[22], W[21], W[20]}, {W[15], W[14], W[13], W[12]}, 1'b0);
endmodule

===== flow/run.sh =====
#!/bin/bash
# OpenROAD 26Q1-2900-gdf79404cd8, Yosys 0.63+post, stock flow scripts
make -C /OpenROAD-flow-scripts/flow DESIGN_CONFIG=/design/flow/config.mk WORK_HOME=/design/flow/orfs finish

===== flow/config.mk =====
export PLATFORM = sky130hd
export DESIGN_NAME = multiplier_4x4
export DESIGN_NICKNAME = multiplier_4x4
export VERILOG_FILES = /design/flow/design.v
export SDC_FILE = /design/flow/constraint.sdc
export NUM_CORES = 4
export LEC_CHECK = 1
export CORE_AREA = 10 10 70 70
export DIE_AREA = 0 0 80 80

===== flow/constraint.sdc =====
current_design multiplier_4x4

set clk_period 4.1
set clk_io_pct 0.2

create_clock -name clk0 -period $clk_period

set non_clock_inputs [all_inputs -no_clocks]
set_input_delay [expr $clk_period * $clk_io_pct] -clock clk0 $non_clock_inputs
set_output_delay [expr $clk_period * $clk_io_pct] -clock clk0 [all_outputs]

==> run summary <==
run metrics: status=finished, violations left, violated checks=setup timing, Cell Count, Final, Fillers Out=110, worst-path maximum fanout=2, syn avg cell area=8.46 um2, min cycle time layout=4970 ps, Routed met1 length=408 um, die height=80 um, Area Overhead vs Synth=69.1%, crit path launch=A[0], CP Capture Type=output pin, Placed Area=649 um2, Max-slew headroom=92.3%, Log Warnings=35, initial DRC count=3, Worst EP required=3280 ps, Hold Startpoint=A[1], hold-critical path depth=6, Top Metal Used=met3, Final Setup Violations=4, fillcell total=389, Top non-seq family=adder cells, Flop area=0 um2, routability cong.=0.782, Worst Setup EP=P[6], RSZ-0062 raised after global routing=yes, Setup TNS=-2280 ps, vias=307, Rows=21, DRC viols=0, max-slew violation total from the final report=0, cts hold-fix bufs=0, routed length per instance=8.09 um, Design Area, Final=658 um2, cells in synth_stat.txt=46, most instantiated logic cell after routing=buf_4, die width=80 um, final core utilization=19.3%, initial antenna violation count=0, cycle use final=121%, most frequent cells in the layout=buf_4, and2_1, nand2_1, inv_1, fa_2, sequential area share after synthesis=0%, vias in the first global route=363, final hold viol count=0, Max Cap Viol=0, largest net degree at the start of global routing=4, FP Util=11.4%, yosys adder share=54.0%, WL met3=81 um, Worst setup SP type=primary input, placed cells=109, Post-Syn Instances=46, worst slack, placed=-1570 ps, aoi share=0%, kind of critical path=in2out, Pleak=0.296 nW, aggregate global routing overflow=0, achievable frequency=0.201 GHz, Power, Total=0.0783 mW, I/O Buffers=16, fin worst setup slack=-870 ps, Tot GR Track Use=2.92%, WP data arrival=4150 ps, drt pass-1 iters=2, hold_ws=2280 ps, PD cells=119 nW/um2, HP Class=in2out, number of antenna diodes=0, xor+xnor area frac=0%, chip footprint=6400 um2, Ports=16, Mux area share=0%, Core Area=3420 um2, Worst-Margin Slew=115 ps, synthesis area per yosys=389 um2, Basic Gates by Area=21.9%, Post-DRT Antenna Nets=0, first-pass GRT wire length=1550 um, layout cells sized above 1=53.1%, dpl hpwl=854 um, WL met2=400 um, FFs & Latches=0, Routed WL=890 um, Yosys warning count=0, via density per instance=2.79, Netlist Area Pre-Place=389 um2, Worst VDD drop=0.0402 mV, Cell Type Count=6, number of clock buffers in the layout=0
[per-layer routing]
metal,track usage [%],vias up
met4,0,0
met3,1.02,0
li1,-,161
met2,5.06,9
met1,3.61,137
met5,0,-
[where the power goes]
group / total (mW) / leakage [nW] / internal, mW / switching [mW]
clock network: 0 / 0 / 0 / 0
logic: 0.0783 / 0.296 / 0.0482 / 0.0301
registers: 0 / 0 / 0 / 0
total: 0.0783 / 0.296 / 0.0482 / 0.0301
[critical path, cell delays in order]
cell and delay [ps]:
buf_6 90, and2_4 150, ha_4 150, fa_2 330, inv_2 60, fa_1 410
inv_2 70, fa_2 180, inv_2 40, fa_2 380, fa_1 510, fa_2 350
inv_2 60, fa_2 410, buf_2 120
[worst min path at each step]
stage                 endpoint  slack [ps]
final                     P[4]        2280
after global routing      P[4]        2340
after CTS                 P[4]        2270
[cell families (layout without fill, tap and decap cells)]
family,Yosys count,in the layout
fa+ha+maj,12,12
buf+inv,18,36
simple gates,16,16
[final cells by class]
type / count / area, um2 / area share, %
inverter: 11 / 41.3 / 6.27
timing repair buffer: 25 / 214 / 32.5
multi-input combinational: 28 / 345 / 52.5
tap: 46 / 57.6 / 8.75
[cell usage after synthesis]
| master | count | area share, % |
|---|---|---|
| inv_1 | 11 | 11 |
| ha_1 | 4 | 13 |
| buf_4 | 7 | 14 |
| nand2_1 | 6 | 5.8 |
| fa_1 | 8 | 41 |
| and2_1 | 10 | 16 |
[repair_timing]
item	4_1_cts	5_1_grt
setup endpoints to repair	5	4
pin swaps	13	10
setup buffers	1	0
gates resized	40	1
Power is estimated from default activity; no workload was simulated.
